==> /design/flow/design.v <==
module ALSU(A, B, cin, serial_in, red_op_A, red_op_B, opcode, bypass_A, bypass_B, clk, rst, direction, leds, out);
parameter INPUT_PRIORITY = "A";
parameter FULL_ADDER = "ON";
input clk, rst, cin, red_op_A, red_op_B, bypass_A, bypass_B, direction, serial_in;
input [2:0] opcode;
input signed [2:0] A, B;
output reg [15:0] leds;
output reg signed [5:0] out; 
reg cin_reg, red_op_A_reg, red_op_B_reg, bypass_A_reg, bypass_B_reg, direction_reg, serial_in_reg;
reg [2:0] opcode_reg;
reg signed [2:0] A_reg, B_reg;
wire invalid_red_op, invalid_opcode, invalid;
assign invalid_red_op = (red_op_A_reg | red_op_B_reg) & (opcode_reg[1] | opcode_reg[2]);
assign invalid_opcode = opcode_reg[1] & opcode_reg[2];
assign invalid = invalid_red_op | invalid_opcode;
always @(posedge clk or posedge rst) begin
  if(rst) begin
     cin_reg <= 0;
     red_op_B_reg <= 0;
     red_op_A_reg <= 0;
     bypass_B_reg <= 0;
     bypass_A_reg <= 0;
     direction_reg <= 0;
     serial_in_reg <= 0;
     opcode_reg <= 0;
     A_reg <= 0;
     B_reg <= 0;
  end else begin
     cin_reg <= cin;
     red_op_B_reg <= red_op_B;
     red_op_A_reg <= red_op_A;
     bypass_B_reg <= bypass_B;
     bypass_A_reg <= bypass_A;
     direction_reg <= direction;
     serial_in_reg <= serial_in;
     opcode_reg <= opcode;
     A_reg <= A;
     B_reg <= B;
  end
end
always @(posedge clk or posedge rst) begin
  if(rst) begin
     leds <= 0;
  end else begin
      if (invalid)
        leds <= ~leds;
      else
        leds <= 0;
  end
end
always @(posedge clk or posedge rst) begin
  if(rst) begin
    out <= 0;
  end
  else begin
    if (invalid) 
        out <= 0;
    else if (bypass_A_reg && bypass_B_reg)
      out <= (INPUT_PRIORITY == "A")? A_reg: B_reg;
    else if (bypass_A_reg)
      out <= A_reg;
    else if (bypass_B_reg)
      out <= B_reg;
    else begin
        case (opcode_reg)
          3'h0: begin 
            if (red_op_A_reg && red_op_B_reg)
              out = (INPUT_PRIORITY == "A")? |A_reg: |B_reg;
            else if (red_op_A_reg) 
              out <= |A_reg;
            else if (red_op_B_reg)
              out <= |B_reg;
            else 
              out <= A_reg | B_reg;
          end
          3'h1: begin 
            if (red_op_A_reg && red_op_B_reg)
              out <= (INPUT_PRIORITY == "A")? ^A_reg: ^B_reg;
            else if (red_op_A_reg) 
              out <= ^A_reg;
            else if (red_op_B_reg)
              out <= ^B_reg;
            else 
              out <= A_reg ^ B_reg;
          end
          3'h2: begin
              if(cin_reg)
                out<= A_reg + B_reg +1;
              else
                out<= A_reg + B_reg;
          end
          3'h3: begin
                out<= ( A_reg * B_reg);
          end
          3'h4: begin
            if (direction_reg)
              out <= {out[4:0], serial_in_reg};
            else
              out <= {serial_in_reg, out[5:1]};
          end
          3'h5: begin
            if (direction_reg)
              out <= {out[4:0], out[5]};
            else
              out <= {out[0], out[5:1]};
          end
        endcase
    end 
  end
end
endmodule
==> /design/flow/run.sh <==
#!/bin/bash
# OpenROAD 26Q1-2900-gdf79404cd8, Yosys 0.63+post, stock flow scripts
make -C /OpenROAD-flow-scripts/flow DESIGN_CONFIG=/design/flow/config.mk WORK_HOME=/design/flow/orfs finish
==> /design/flow/config.mk <==
export PLATFORM = sky130hd
export DESIGN_NAME = ALSU
export DESIGN_NICKNAME = ALSU
export VERILOG_FILES = /design/flow/design.v
export SDC_FILE = /design/flow/constraint.sdc
export NUM_CORES = 4
export LEC_CHECK = 1
export CORE_UTILIZATION = 40
==> /design/flow/constraint.sdc <==
current_design ALSU

set clk_period 2.9
set clk_io_pct 0.2

create_clock -name clk0 -period $clk_period [get_ports {clk}]

set non_clock_inputs [all_inputs -no_clocks]
set_input_delay [expr $clk_period * $clk_io_pct] -clock clk0 $non_clock_inputs
set_output_delay [expr $clk_period * $clk_io_pct] -clock clk0 [all_outputs]
==> flow_summary.ini <==
; generated from flow reports
[final_timing]
period_used_share = 0.942
relSlewSlack = 0.693
finalSetupViolCount = 0
slew_viol_final = 0
skew_ns = 0.00398
max_freq_mhz = 366
worstMarginPinSlew_ns = 0.460
hold_viol_final = 0
whs_ns = 0.424
period_needed_ns = 2.73

[worst_setup_path]
crit_type = register to register
critical-path-top-delay-family = adder cells
endpoint_kind = register
critPathLaunchType = register
critPathMaxFanout = 2
critPathSlowestCell = fa_1
required_ns = 3.06
crit_buf_inv = 3
path_cells = ha_2, inv_2, fa_1, fa_2, inv_1, ha_1, inv_1, fa_2, xor2_1, xnor2_1, xnor2_1, a2bb2oi_1, a21oi_1
critPathMaxStageDelay_ns = 0.44
cp_data_arrival_time_ns = 2.89

[pwr]
leakagePower_nw = 1.24
vdd_drop_max_v = 0.000324
power_density_nw_per_um2 = 528

[logic_synthesis]
synthCells = 194
async_flop_share = 1.00
edf_count = 0
ys.flops = 38
synth_area_sq_um = 2040
yosysCellCount = 194
ys_area_sq_um = 2040
seq_area_frac_synth = 0.466
synth_cell_type_count = 39
syn_area_per_cell_sq_um = 10.5
yosysWarningCount = 1
synthFlopType = dfrtp_1

[finish]
mostFrequentLayoutCell = clkdlybuf4s50_1
regMostFlops = leds
lay_top_cells = clkdlybuf4s50_1, dfrtp_1, nor2_1
drive_gt1_frac = 0.126
area_growth_pct = 33.4
top_regs = leds (16), out (6)
instances_no_fill = 314
largest_register_ffs = 16

[floorplanning]
die_h_microns = 73.4
core_sq_um = 4820
chip_area_sq_um = 5390
fp_util = 0.423
die-width_microns = 73.4
pin_count = 40
num_rows = 25

[place]
port_buffers = 39
gp_congestion = 0.900
numPlacedInstances = 305
dp_hpwl_microns = 3050

[detailed_routing]
diodes = 0
dr_wl_met2_microns = 1810
postRouteWirelength_microns = 4050
route.antenna.remaining_nets = 0
drtPass1Iterations = 4
drc_errors = 0
drt-initial-drc-count = 69
wl_met3_microns = 232
routedWlPerCell_microns = 12.9
vias = 1492
maxUsedRoutingLayer = met4
viasPerCell = 4.75
wl_met1_microns = 1970

[run]
cap_violations = 0
warnings = 29

[global_route]
grtUsageTotal = 0.169
grt_max_degree = 39
grt_first_pass_wirelength_microns = 6710
antenna_found_initial = 0
grt_pass1_vias = 1385
gr-total-overflow = 0

[clocking]
cts.sinks = 38
hold_buffers = 0
cts.clk_slew.worst_paths_ns = 0.07
htreeDepth = 2
cts_tree = built
cts_buffer_depth = 2
cts_buffers = 5
clk_latency_ns = 0.29
cts_root_buf = clkbuf_8

[outcome]
status = finished clean

[min_path]
min_path_type = register to register
[through the flow]
step	worst slack (ns)	setup TNS (ns)	total power [mW]	instance area, sq um	util
4_1_cts	0.0145	0	1.45	2700	0.561
2_1_floorplan	0.0899	0	0.758	2040	-
3_5_place_dp	0.0235	0	0.898	2560	0.531
6_report	0.169	0	1.44	2720	0.565
5_1_grt	-0.0153	-0.0153	1.53	2720	0.565
3_3_place_gp	0.0806	0	0.900	2560	0.531
[worst reg2reg max path, cell delays in order, from the launching register on]
cell and delay [ns]:
dfrtp_1 0.39, ha_2 0.20, inv_2 0.06, fa_1 0.44, fa_2 0.35, inv_1 0.06
ha_1 0.12, inv_1 0.05, fa_2 0.33, xor2_1 0.15, xnor2_1 0.18, xnor2_1 0.08
a2bb2oi_1 0.13, a21oi_1 0.07
[power by group]
| part | internal (mW) | total, mW | switching (mW) |
|---|---|---|---|
| Sequential | 0.576 | 0.615 | 0.0395 |
| Combinational | 0.162 | 0.275 | 0.113 |
| Clock | 0.367 | 0.546 | 0.179 |
| Total | 1.10 | 1.44 | 0.332 |
[cell usage after synthesis (3+ instances only)]
cell       n  area share
a21oi_1   11       0.027
xnor2_1    5       0.021
o21ai_1    3      0.0074
nand3_1    4      0.0098
buf_2      3      0.0074
nor2b_1    3      0.0092
nand2b_1   3      0.0092
nor2_1    27       0.050
fa_1       7       0.069
dfrtp_1   38        0.47
nand2_1   12       0.022
a31oi_1    6       0.018
mux2i_1    8       0.039
inv_1     20       0.037
ha_1      14       0.086
o21ai_0    3      0.0074
[final timing paths]
check	to	slack [ns]	start	depth (start not counted)
hold / removal	leds[12]	0.42	leds[12]	1
setup / recovery	out[5]	0.17	B_reg[1]	13
hold reg to reg	leds[12]	0.42	leds[12]	1
max in group asynchronous	B_reg[0]	1.86	rst	3
setup reg to reg	out[5]	0.17	B_reg[1]	13
min in group asynchronous	red_op_B_reg	0.69	rst	3
[what timing repair did]
action / 4_1_cts / 5_1_grt
setup endpoints to repair: 0 / 1
resized: 0 / 6
buffers inserted: 0 / 1
[per-layer routing]
layer	up-vias	global-route usage
met5	-	0
met4	0	0.0150
met3	2	0.0472
met2	51	0.249
met1	691	0.274
li1	748	-
[cell families after synthesis]
logic type	after synthesis	synth area share
simple gates	58	0.134
flops	38	0.466
compound gates	36	0.123
buf+inv	26	0.0534
fa+ha+maj	21	0.155
mux	8	0.0393
xor+xnor	7	0.0301
[cell type report]
| class | instances | area (sq um) |
|---|---|---|
| Sequential cell | 38 | 952 |
| Tap cell | 67 | 83.8 |
| Multi-Input combinational cell | 130 | 990 |
| Clock buffer | 6 | 82.6 |
| Fill cell | 437 | 2100 |
| Clock inverter | 2 | 60.1 |
| Timing Repair Buffer | 50 | 473 |
| Inverter | 21 | 78.8 |
Power figures rest on the tool's default switching activity, not on a simulated workload.
